===== design/flow/config.mk =====
export PLATFORM = sky130hd
export DESIGN_NAME = v_m_hw4
export DESIGN_NICKNAME = v_m_hw4
export VERILOG_FILES = /design/flow/design.v
export SDC_FILE = /design/flow/constraint.sdc
export NUM_CORES = 4
export LEC_CHECK = 1
export CORE_UTILIZATION = 50

===== design/flow/constraint.sdc =====
current_design v_m_hw4

set clk_period 1.1
set clk_io_pct 0.2

create_clock -name clk0 -period $clk_period [get_ports {CLOCK_50}]

set non_clock_inputs [all_inputs -no_clocks]
set_input_delay [expr $clk_period * $clk_io_pct] -clock clk0 $non_clock_inputs
set_output_delay [expr $clk_period * $clk_io_pct] -clock clk0 [all_outputs]

===== design/flow/run.sh =====
#!/bin/bash
# OpenROAD 26Q1-2900-gdf79404cd8, Yosys 0.63+post, stock flow scripts
make -C /OpenROAD-flow-scripts/flow DESIGN_CONFIG=/design/flow/config.mk WORK_HOME=/design/flow/orfs finish

===== design/flow/design.v =====
module v_m_hw4
(input wire CLOCK_50,
input wire[0:0] KEY,
output wire [12:0] LEDR,
output wire [7:0] LEDG);
wire dut_clk;
wire[11:0] dut_money;
wire[3:0] dut_products;
wire[3:0] dut_outofstock;
wire[7:0] rom_out;
vend_machine_wrapper  i0(dut_clk,dut_money,dut_products,dut_outofstock, rom_out);
assign LEDR[12:1] = dut_money[11:0];  
assign LEDR[0] = dut_clk;				 
assign LEDG[7:4] = dut_products[3:0];
assign LEDG[3:0] = dut_outofstock[3:0];
localparam log2_slowdown_factor = 1;  
reg[log2_slowdown_factor - 1 : 0] k_bit_counter = 0;
assign dut_clk = k_bit_counter[log2_slowdown_factor-1]; 
always @(posedge CLOCK_50) begin
	k_bit_counter = k_bit_counter + 1;
	end
endmodule
module vending_machine(clk,coin1,coin2,select,buy,load,money,products,outofstock);
	input clk; 
	input coin1;  
	input coin2;  
	input [3:0] select;
	input buy;
	input [3:0] load;
	output signed  [11:0] money;
	output reg [3:0] products=0;
	output reg [3:0] outofstock=0;
	reg signed [7:0] encrypted_money = 0;
	reg coin1_prev,coin2_prev;
	reg buy_prev;
	reg [3:0] stock1=4'b1010;
	reg [3:0] stock2=4'b1010;
	reg [3:0] stock3=4'b1010;
	reg [3:0] stock4=4'b1010;
	assign money = encrypted_money * 25;
	always @ (posedge clk) begin
		coin1_prev <= coin1;
		coin2_prev <= coin2;
		buy_prev <= buy;
		if (coin1_prev == 1'b0 && coin1 == 1'b1) encrypted_money <= encrypted_money + 7'd1;
		else if (coin2_prev == 1'b0 && coin2 == 1'b1) encrypted_money <= encrypted_money + 7'd4;
		else if (buy_prev == 1'b0 && buy == 1'b1) begin
			case (select)
			4'b0001: if (money >= 12'd25 && stock1 > 0) begin
							products[0] <= 1'b1; stock1 <= stock1 - 1'b1; encrypted_money <= encrypted_money - 7'd1;
							end
			4'b0010: if (money >= 12'd75 && stock2 > 0) begin
							products[1] <= 1'b1; stock2 <= stock2 - 1'b1; encrypted_money <= encrypted_money - 7'd3;
							end
			4'b0100: if (money >= 12'd150 && stock3 > 0) begin
							products[2] <= 1'b1; stock3 <= stock3 - 1'b1; encrypted_money <= encrypted_money - 7'd6;
							end
			4'b1000: if (money >= 12'd200 && stock4 > 0) begin
							products[3] <= 1'b1; stock4 <= stock4 - 1'b1; encrypted_money <= encrypted_money - 7'd8;
							end
			endcase
		end
		else if (buy_prev == 1'b1 && buy == 1'b0) begin
			products[0] <= 1'b0; products[1] <= 1'b0; products[2] <= 1'b0; products[3] <= 1'b0;
			end
		else begin
			if (stock1 == 4'b0) outofstock[0] <= 1'b1; else outofstock[0] <= 1'b0;
			if (stock2 == 4'b0) outofstock[1] <= 1'b1; else outofstock[1] <= 1'b0;
			if (stock3 == 4'b0) outofstock[2] <= 1'b1; else outofstock[2] <= 1'b0;
			if (stock4 == 4'b0) outofstock[3] <= 1'b1; else outofstock[3] <= 1'b0;
		case (load)
		4'b0001: stock1 <= 4'b1111;
		4'b0010: stock2 <= 4'b1111;
		4'b0100: stock3 <= 4'b1111;
		4'b1000: stock4 <= 4'b1111;
		endcase
		end
		end
endmodule
module vend_machine_wrapper 
	(input dut_clk, output signed  [11:0] dut_money, output [3:0] dut_products, output [3:0] outofstock, output [7:0] rom_out);
	wire clk, coin1, coin2;
	wire [3:0] select;
	wire buy;
	wire [3:0] load;
	wire [7:0] out;
	reg [7:0] rom [0:31];  
	reg [7:0] romout;
	reg [4:0] romaddr =0;		 
	wire [3:0] out_p;
	wire [3:0] out_o;
	always @(*) begin romout<= rom[romaddr];  
	end
	always @(posedge dut_clk) begin
	if( romaddr < 32) romaddr <= romaddr +1;  
	end
	assign clk=romout[0];
	assign coin1= romout[1];
	assign coin2=romout[2];
	assign select=romout[6:3];	
	assign buy=romout[7];
	assign dut_money = out;
	assign dut_products = out_p;
	assign dut_outofstock = out_o;
	assign rom_out = romout;
	vending_machine dut(clk,coin1,coin2,select,buy,load,out,out_p,out_o);
	integer i;
	initial begin
		rom[0] = {1'b0,4'b0000,1'b0,1'b0,1'b0};
		rom[1] = {1'b0,4'b0000,1'b0,1'b0,1'b1};
		rom[2] = {1'b0,4'b0000,1'b0,1'b1,1'b0};
		rom[3] = {1'b0,4'b0000,1'b0,1'b1,1'b1};
		rom[4] = {1'b0,4'b0000,1'b1,1'b0,1'b0};
		rom[5] = {1'b0,4'b0000,1'b1,1'b0,1'b1};
		rom[6] = {1'b0,4'b0000,1'b0,1'b1,1'b0};
		rom[7] = {1'b0,4'b0000,1'b0,1'b1,1'b1};
		rom[8] = {1'b0,4'b0000,1'b1,1'b0,1'b0};
		rom[9] = {1'b0,4'b0000,1'b1,1'b0,1'b1};
		rom[10] = {1'b0,4'b0100,1'b0,1'b0,1'b0};
		rom[11] = {1'b0,4'b0100,1'b0,1'b0,1'b1};
		rom[12] = {1'b1,4'b0100,1'b0,1'b0,1'b0};
		rom[13] = {1'b1,4'b0100,1'b0,1'b0,1'b1};
		rom[14] = {1'b0,4'b0100,1'b0,1'b0,1'b0};
		rom[15] = {1'b0,4'b0100,1'b0,1'b0,1'b1};
		rom[16] = {1'b0,4'b0010,1'b0,1'b0,1'b0};
		rom[17] = {1'b0,4'b0010,1'b0,1'b0,1'b1};
		rom[18] = {1'b1,4'b0010,1'b0,1'b0,1'b0};
		rom[19] = {1'b1,4'b0010,1'b0,1'b0,1'b1};
		rom[20] = {1'b0,4'b0010,1'b0,1'b0,1'b0};
		rom[21] = {1'b0,4'b0010,1'b0,1'b0,1'b1};
		for(i=22;i<32;i=i+2)
			begin
			rom[i] = {1'b0,4'b0010,1'b0,1'b0,1'b0};
			rom[i+1] = {1'b0,4'b0010,1'b0,1'b0,1'b1};
		end
	end
endmodule

==> flow_metrics.env <==
# implementation run metrics
export IMPL_powerDensity_nw_per_um2=14.4
export IMPL_leakagePower_nw=1.15
export IMPL_switchingPower_mw=0.000418
export IMPL_clock_power_share_pct=0
export IMPL_post_cts_resized=0
export IMPL_yosysUniqueCellTypes=48
export IMPL_grt_setup_unrepaired="false"
export IMPL_synth_cells=247
export IMPL_edf_count=20
export IMPL_core_sq_um=4720
export IMPL_path_buffers=1
export IMPL_finClkSkew_ps=0
export IMPL_fillers=436
export IMPL_fmax_mhz=1020
export IMPL_chipHeight_um=72.1
export IMPL_numSynthFlops=29
export IMPL_comb_power_share_pct=1.1
export IMPL_cap_violations=0
export IMPL_critical_path_top_delay_family="buffers and inverters"
export IMPL_untimed_endpoints=60
export IMPL_pin_count=23
export IMPL_finalSetupViolations=0
export IMPL_fp_util_pct=51.9
export IMPL_dr_pass1_iters=5
export IMPL_antenna_cells=0
export IMPL_grt_pass1_vias=1594
export IMPL_top_cells_by_area="edfxtp_1 (24%), ha_1 (21%), dfxtp_1 (7.3%)"
export IMPL_hp_class="reg2reg"
export IMPL_totalWireLength_um=4240
export IMPL_area_growth_pct=5.61
export IMPL_path_cells="clkdlybuf4s50_1"
export IMPL_unclocked_pins=28
export IMPL_portBuffers=13
export IMPL_syn_area_per_cell_sq_um=9.93
export IMPL_worst_ep_arrival_time_ps=760
export IMPL_grt_use_total_pct=18.4
export IMPL_tightestPinTransition_ps=874
export IMPL_critPathMaxStageDelay_ps=460
export IMPL_p_int_mw=0.0370
export IMPL_cp_required_ps=880
export IMPL_ant_nets=0
export IMPL_via_count=1680
export IMPL_die_width_um=72.1
export IMPL_holdBufCountCts=0
export IMPL_min_period_ps=984
export IMPL_path_clk_slew_ps=0
export IMPL_timing_final_hold_violations=0
export IMPL_yosys_warnings=13
export IMPL_yosysTopAreaCell="edfxtp_1"
export IMPL_grt_pass1_wl_um=7320
export IMPL_std_cell_rows=25
export IMPL_ys_flop_type="edfxtp_1"
export IMPL_layout_drive_gt1_share_pct=3.98
export IMPL_status="complete, no violations"
export IMPL_startpoint_type="register"
export IMPL_grt_remaining_overflow=0
export IMPL_yosys_stat_cells=247
export IMPL_die_area_sq_um=5190
export IMPL_drt_iter0_drc=43
export IMPL_dp_hpwl_um=3500
export IMPL_drv_slew=0
export IMPL_warning_count=43
export IMPL_async_flop_share_pct=0
export IMPL_antenna_found_initial=0
export IMPL_critPathSlowestCell="clkdlybuf4s50_1"
export IMPL_final_period_utilization_pct=89.5
export IMPL_routed_via_density=5.28
export IMPL_cp_max_fo=2
export IMPL_ys_area_sq_um=2450
export IMPL_power_frac_seq_pct=98.9
export IMPL_crit_path_end_kind="primary output"
export IMPL_clk_latency_ps=0
export IMPL_ys_seq_share_pct=31.8
export IMPL_power_total_mw=0.0374
export IMPL_grt_max_degree=27
export IMPL_cts_setup_buffers=0
export IMPL_swShare_pct=1.12
export IMPL_drc_errors=0
export IMPL_utilization_pct=54.9
export IMPL_ir_drop_mv=0.159
export IMPL_criticalPathCategory="reg2out"
export IMPL_maxSlewHeadroom_pct=41.3
export IMPL_wire_per_inst_um=13.3
export IMPL_place_congestion=0.809
export IMPL_final_setup_tns_ps=0
export IMPL_syn_area_sq_um=2450
export IMPL_synth_top_area_share_pct=24.5
[path summary, 6_finish.rpt]
check                      from       endpoint  slack (ps)  cells after the start
hold reg to reg   k_bit_counter  k_bit_counter         510                      2
setup / recovery  k_bit_counter        LEDR[0]         120                      1
hold / removal    k_bit_counter  k_bit_counter         510                      2
setup reg to reg  k_bit_counter  k_bit_counter         520                      2
[power by group through the flow]
stage	clock network (mW)	registers (mW)	logic, mW
4_1_cts	0	0.0370	0.000675
5_1_grt	0	0.0370	0.00165
6_report	0	0.0370	0.000419
[cells by family (layout without fill, tap and decap cells)]
| logic type | count (synthesis) | in the layout | synth area share [%] |
|---|---|---|---|
| and+or+nand+nor | 56 | 56 | 11.4 |
| AOI/OAI and AO/OA | 54 | 54 | 16.1 |
| adders and majority gates | 46 | 46 | 25.0 |
| buffers and inverters | 40 | 37 | 8.01 |
| DFF | 29 | 29 | 31.8 |
| xor gates and xnor gates | 20 | 20 | 7.14 |
| other | 1 | 8 | 0.153 |
| muxes | 1 | 1 | 0.408 |
[placed cells by master (no fill, tap or decap), types with 6 or more instances in the layout]
master            n
edfxtp_1         20
a21oi_1          14
nor2_1           18
xnor2_1          17
inv_1            23
nand2_1          14
clkdlybuf4s50_1  13
o21ai_0           6
ha_1             41
conb_1            8
dfxtp_1           9
[metrics by stage]
| step | hold WS (ps) | cell area [sq um] | setup WS (ps) | cells |
|---|---|---|---|---|
| 5_1_grt | 532 | 2590 | 101 | 318 |
| 3_5_place_dp | 507 | 2590 | 124 | 318 |
| 2_1_floorplan | 400 | 2480 | 405 | 254 |
| 6_report | 507 | 2590 | 116 | 318 |
| 4_1_cts | 511 | 2590 | 114 | 318 |
| 3_3_place_gp | 506 | 2590 | 114 | 318 |
[sequential cells by signal, summed over array words and instances (netlist names)]
register / flops
i0.dut.coin1_prev: 1
i0.dut.buy_prev: 1
i0.dut.encrypted_money: 8
i0.dut.coin2_prev: 1
i0.romaddr: 5
i0.dut.products: 4
i0.dut.stock2: 4
k_bit_counter: 1
i0.dut.stock3: 4
[synthesized netlist by cell type (all sizes together), types with 2 or more instances]
cell type / instances
o21a: 3
a21o: 4
o32a: 2
nand2b: 3
ha: 41
o211ai: 3
nor3: 5
nand2: 14
buf: 14
a211o: 3
dfxtp: 9
fa: 5
o21ai: 7
a21oi: 14
clkbuf: 3
inv: 23
edfxtp: 20
a221o: 2
xnor2: 17
or3: 2
or2: 2
xor2: 3
a211oi: 5
nand3: 5
a22oi: 2
nor2: 19
[cell type report]
class | instances | area, sq um | share of cell area [%]
tap | 67 | 83.8 | 3.24
sequential | 29 | 781 | 30.1
inverter | 23 | 86.3 | 3.33
timing repair buffer | 14 | 138 | 5.31
multi-input combinational | 185 | 1500 | 58.0
[per-layer routing]
metal  track usage [%]  vias up  part of all wire (%)
met3              1.13        4                   2.2
met2              26.0       38                    40
met1              34.4      778                    57
li1                  -      860                     -
met5                 0        -                     0
met4             0.654        0                  0.40
